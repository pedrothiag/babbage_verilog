File: run.sh
#!/bin/bash
# OpenROAD 26Q1-2900-gdf79404cd8, Yosys 0.63+post, stock flow scripts
make -C /OpenROAD-flow-scripts/flow DESIGN_CONFIG=/design/flow/config.mk WORK_HOME=/design/flow/orfs finish
File: design.v
`timescale 1ns / 1ps
module BCD2Hex(bcd, hex);
	input [3:0] bcd;
	output reg [6:0] hex;
	always @* begin
		case(bcd)
			4'b0000: hex = 7'b1000000;
			4'b0001: hex = 7'b1111001;
			4'b0010: hex = 7'b0100100;
			4'b0011: hex = 7'b0110000;
			4'b0100: hex = 7'b0011001;
			4'b0101: hex = 7'b0010010;
			4'b0110: hex = 7'b0000010;
			4'b0111: hex = 7'b1111000;
			4'b1000: hex = 7'b0000000;
			4'b1001: hex = 7'b0010000;
			default: hex = 7'b1000000;
		endcase
	end
endmodule
`timescale 1ns / 1ps
module CombSel(
    input [2:0] dsel,
    output [1:0] muxsel
    );
	assign muxsel[1] = dsel[1]&dsel[0];
	assign muxsel[0] = dsel[2]&dsel[0];
endmodule
`timescale 1ns / 1ps
module Mux4x1(
    input [3:0] a,
    input [3:0] b,
    input [3:0] c,
    input [3:0] d,
    input [1:0] sel,
    output reg [3:0] x
    );
	always @* begin
		case(sel)
			2'b00: x = a;
			2'b01: x = b;
			2'b10: x = c;
			2'b11: x = d;
		endcase
	end
endmodule
`timescale 1ns / 1ps
module StateMachine(
	 input clk,
    output reg [2:0] dsel
    );
	reg [1:0] state;
	parameter s0 = 0,
	          s1 = 1,
				 s2 = 2;
	always @(posedge clk) begin
		case(state)
			s0: begin
				state <= s1;
				dsel <= 3'b110;
			end
			s1: begin
				state <= s2;
				dsel <= 3'b101;
			end
			s2: begin
				state <= s0;
				dsel <= 3'b011;
			end
			default: begin
				state <= s0;
				dsel <= 3'b110;
			end
		endcase
	end
endmodule
`timescale 1ns / 1ps
module babbage (clk, rst, start, nextn, outdata);
	input clk, rst, start, nextn;
	output [9:0] outdata;
	reg [9:0] h, f, g;
	reg [4:0] n;
	reg [2:0] state;
	parameter inicio = 0,
	          espera = 1,
				 espera_sync = 2,
				 setar = 3,
				 calculo = 4,
				 waitnext = 5,
				 waitnext_sync = 6;
	initial begin
		state = inicio;
		h = 10'd0;
		f = 10'd0;
		g = 10'd0;
		n = 5'd0;
	end	
	always @(posedge clk or negedge rst) begin
		if(~rst) begin
			state = inicio;
			h = 10'd0;
			f = 10'd0;
			g = 10'd0;
			n = 5'd0;
		end
		else begin
			case(state)
				inicio: begin
					h = 10'd0;
					f = 10'd0;
					g = 10'd0;
					n = 5'd0;
					state = espera;
				end
				espera: begin
					if(start == 1'b0) state = espera_sync;
					else state = espera;
				end
				espera_sync: begin
					if(start == 1'b1) state = setar;
					else state = espera_sync;
				end
				setar: begin
					h = 10'd1;
					f = 10'd5;
					g = 10'd10;
					state = waitnext;
				end
				waitnext: begin
					if(nextn == 1'b1) state = waitnext;
					else state = waitnext_sync;
				end
				waitnext_sync: begin
					if(nextn == 1'b0) state = waitnext_sync;
					else state = calculo;
				end
				calculo: begin
					h = h + f;
					f = f + g;
					g = g + 10'd6;
					n = n + 5'd1;
					state = waitnext;
				end
				default: state = inicio;
			endcase
		end
	end
	assign outdata = h;
endmodule
`timescale 1ns / 1ps
module bin2BCD(
    input [9:0] bin,
    output reg [3:0] cen,
    output reg [3:0] dez,
    output reg [3:0] und
    );
	integer i;
	always @* begin
		cen = 4'b0000;
		dez = 4'b0000;
		und = 4'b0000;
		for (i=9; i>=0; i=i-1) begin
			if (cen >= 4'd5) cen = cen + 4'd3;
			if (dez >= 4'd5) dez = dez + 4'd3;
			if (und >= 4'd5) und = und + 4'd3;
			cen = cen << 1;
			cen[0] = dez[3];
			dez = dez << 1;
			dez[0] = und[3];
			und = und << 1;
			und[0] = bin[i];
		end
	end
endmodule
`timescale 1ns / 1ps
module clkdivider(clk, clk_out);
    input clk;
    output reg clk_out;
    reg        [31:0]   status;
    always @ (*) begin
        clk_out = status[18];
    end
    always @ (negedge clk) begin
        status <= (status + 32'h00000001);
    end
endmodule
`timescale 1ns / 1ps
module top (
    input clk,
	 input rst,
	 input start,
	 input nextn,
	 output [6:0] hex,
	 output [2:0] dsel
    );
	wire [9:0] bin;
	wire [3:0] cen0, dez0, und0, outmux;
	wire [2:0] dsel0;
	wire [1:0] muxsel0;
	wire clkDiv;
	bin2BCD u0(.bin(bin), .cen(cen0), .dez(dez0), .und(und0));
	Mux4x1 u1(.a(und0), .b(dez0), .c(cen0), .d(4'b0000), .sel(muxsel0), .x(outmux));
	BCD2Hex u2(.bcd(outmux), .hex(hex));
	StateMachine u3(.clk(clkDiv), .dsel(dsel0));
	CombSel u4(.dsel(dsel0), .muxsel(muxsel0));
	clkdivider u5 (.clk(clk), .clk_out(clkDiv));	
	babbage u6 (.clk(clkDiv), .rst(rst), .start(start), .nextn(nextn), .outdata(bin));
	assign dsel = dsel0;
endmodule
File: constraint.sdc
current_design top

set clk_period 2.9
set clk_io_pct 0.2

create_clock -name clk0 -period $clk_period [get_ports {clk}]

set non_clock_inputs [all_inputs -no_clocks]
set_input_delay [expr $clk_period * $clk_io_pct] -clock clk0 $non_clock_inputs
set_output_delay [expr $clk_period * $clk_io_pct] -clock clk0 [all_outputs]
File: config.mk
export PLATFORM = sky130hd
export DESIGN_NAME = top
export DESIGN_NICKNAME = top
export VERILOG_FILES = /design/flow/design.v
export SDC_FILE = /design/flow/constraint.sdc
export NUM_CORES = 4
export LEC_CHECK = 1
export CORE_UTILIZATION = 50
==> impl_metrics.py <==
# Auto-generated metrics
metrics = {
    "outcome": {
        "outcome": "finished clean",
    },
    "hold_path": {
        "min_path_type": "reg2reg",
    },
    "power": {
        "power.density_mw_per_mm2": 103.2,
        "irDropWorstVdd_mv": 0.3806,
        "p_leak_nw": 2.294,
    },
    "critical_path": {
        "arrival_ns": 3.27,
        "required_ns": 4.56,
        "cp_max_fo": 4,
        "cp-end-kind": "flop",
        "startpoint_type": "flop",
        "criticalPathCategory": "reg2reg",
    },
    "route": {
        "antenna_cells": 0,
        "dr.pass1.iters": 5,
        "routed_wl_um": 9353,
        "wl_per_cell_um": 13.03,
        "remaining_drc_errors": 0,
        "num_vias": 4023,
        "drt_iter0_markers": 113,
        "ant_nets": 0,
        "viasPerCell": 5.603,
    },
    "place": {
        "gp_congestion": 0.8136,
        "hpwl_um": 7046,
        "io_buffers": 13,
    },
    "finish": {
        "drive_gt1_share_pct": 8.659,
        "regArea_mm2": 0.001281,
        "multiInputGateArea_mm2": 0.003396,
        "areaGrowthSynthToFinish_pct": 6.645,
        "fillCellCount": 840,
        "fin_util_pct": 55.88,
    },
    "logic_synthesis": {
        "edf_count": 0,
        "ys_cells": 572,
        "synthCells": 572,
        "postSynthAreaPerCell_um2": 8.625,
        "ys_types": 87,
        "syn-cell-area_mm2": 0.004933,
        "yosys_area_mm2": 0.004933,
        "ys_seq_share_pct": 25.97,
        "synth-async-reset-ratio_pct": 57.14,
        "ys.flop_type": "dfrtp_1",
        "synth_warnings": 6,
        "synth-seq-cells": 56,
    },
    "timing": {
        "worstMarginPinSlew_ns": 0.8469,
        "setup_viol": 0,
        "hold_ws_ns": 0.4062,
        "unclocked_regs": 37,
        "finalCriticalPeriod_ns": 1.612,
        "finClkSkew_ns": 0.009009,
        "finalMaxSlewViolations": 0,
        "untimed_endpoints": 47,
        "rsz0062_at_grt": "false",
        "setup-tns-final_ns": 0,
        "max_freq_ghz": 0.6205,
        "finalClockPeriodUsage_pct": 55.57,
        "final_hold_viol_count": 0,
        "slew_headroom_pct": 42.08,
    },
    "global_routing": {
        "antenna_found_initial": 0,
        "grt_use_total_pct": 20.01,
        "grt_overflow": 0,
        "grt_pass1_vias": 3711,
        "grt_max_degree": 39,
        "grt_pass1_wl_um": 16540,
    },
    "floorplan": {
        "die_x_um": 101.3,
        "dieArea_mm2": 0.01027,
        "die_h_um": 101.3,
        "fp-row-count": 35,
        "pin_count": 14,
        "fp_util_pct": 52.40,
        "core_area_mm2": 0.009415,
    },
    "clock_network": {
        "cts_setup_buffers": 0,
        "htree_levels": 1,
        "hold_buffers": 0,
        "clk_pin_slew_ns": 0.03,
        "cts-root-buf": "clkbuf_8",
        "tritoncts": "built",
        "ctsResizeCount": 0,
        "clk_latency_ns": 0.32,
        "cts_buffer_depth": 2,
        "cts_made_buffers": 3,
    },
    "job": {
        "max_cap_viol_count": 0,
        "warnings": 56,
    },
}
cell families (layout without fill, tap and decap cells):
group / count (synthesis) / after routing / share of synthesized area, %
XOR/XNOR: 50 / 50 / 9.790
AND/OR/NAND/NOR: 162 / 162 / 16.08
AND-OR/OR-AND: 185 / 185 / 28.30
adder cells (fa/ha/maj): 45 / 45 / 11.72
flip-flops: 56 / 56 / 25.97
multiplexers: 13 / 13 / 2.942
buffers and inverters: 61 / 78 / 5.199
critical path: stages (launching register included):
cell and delay, ns:
dfxtp_1 0.36, ha_1 0.22, inv_1 0.06, nor2_1 0.26, and4_1 0.32, nand4_1 0.14
xnor2_1 0.14
cell usage after synthesis, drive strengths merged, types with 3 or more instances:
library cell / count / area share, %
nand4: 9 / 1.1
o22ai: 10 / 1.3
mux2: 3 / 0.91
nand2b: 9 / 1.1
inv: 37 / 2.8
o21bai: 8 / 1.2
a21oi: 31 / 3.2
nand3: 17 / 1.7
nor3: 11 / 1.4
and3: 5 / 0.66
o41ai: 3 / 0.53
a21o: 17 / 2.8
a211oi: 11 / 2.4
o211ai: 6 / 1.0
xnor2: 34 / 6.5
o21ai: 39 / 4.0
xor2: 15 / 2.8
ha: 43 / 11
nor2: 37 / 2.8
a31oi: 8 / 1.3
clkbuf: 17 / 1.3
dfrtp: 32 / 16
or2: 4 / 0.51
nor3b: 3 / 0.46
a22oi: 4 / 0.61
nor2b: 3 / 0.38
o2111ai: 3 / 0.53
mux2i: 10 / 2.0
o31a: 4 / 0.74
dfxtp: 24 / 9.7
nand2: 50 / 3.9
a21boi: 3 / 0.46
buf: 6 / 1.0
o31ai: 5 / 0.96
and2: 5 / 0.63
a311oi: 4 / 0.84
a2111oi: 3 / 0.91
layout make-up:
| class | instances | share of cell area (%) |
|---|---|---|
| multi-input combinational | 455 | 64.54 |
| sequential | 56 | 24.35 |
| clock buffer | 3 | 0.7848 |
| clock inverter | 20 | 1.427 |
| timing repair buffer | 18 | 3.187 |
| tap | 129 | 3.068 |
| inverter | 37 | 2.640 |
per-stage QoR:
step | setup WS [ns] | instance area, um2 | instances | power [mW]
6_report | 1.288 | 5261 | 718 | 0.5428
5_1_grt | 1.244 | 5261 | 718 | 0.5981
4_1_cts | 1.306 | 5261 | 718 | 0.5594
3_5_place_dp | 1.365 | 5149 | 696 | 0.3242
3_3_place_gp | 1.369 | 5149 | 696 | 0.3241
2_1_floorplan | 1.490 | 4933 | 572 | 0.3096
power by group:
part | switching [mW] | internal (mW) | total [mW]
clock | 0.137 | 0.128 | 0.265
combinational | 0.00973 | 0.00496 | 0.0147
sequential | 0 | 0.263 | 0.263
registers in the layout (all words and copies together), names as in the netlist:
register   count
u5.status     19
u6.h          10
u3.dsel        3
u3.state       2
u6.g           9
u6.f          10
u6.state       3
per-layer routing:
| metal | track usage [%] | wire (um) |
|---|---|---|
| met4 | 1.226 | 17 |
| met1 | 31.36 | 4861 |
| met2 | 32.71 | 4276 |
| met5 | 0 | 0 |
| met3 | 1.681 | 198 |
worst paths after layout:
kind / start / endpoint / slack (ns) / cells after the start
max: u5.status[0]$_DFF_N_ / u5.status[16]$_DFF_N_ / 1.29 / 6
max reg2reg: u5.status[0]$_DFF_N_ / u5.status[16]$_DFF_N_ / 1.29 / 6
min: u5.status[0]$_DFF_N_ / u5.status[0]$_DFF_N_ / 0.41 / 1
min reg2reg: u5.status[0]$_DFF_N_ / u5.status[0]$_DFF_N_ / 0.41 / 1
layout by cell type (no fill, tap or decap), types with 6 or more instances in the layout:
cell type / n
mux2i_1: 10
nand3_1: 17
a21o_1: 13
o22ai_1: 10
xnor2_1: 31
a31oi_1: 7
clkdlybuf4s50_1: 13
o21ai_0: 35
inv_2: 6
xor2_1: 14
ha_1: 43
nand2_1: 49
nor2_1: 37
o21bai_1: 8
a21oi_1: 30
dfxtp_1: 24
a211oi_1: 7
nand2b_1: 9
nor3_1: 9
inv_1: 50
nand4_1: 9
dfrtp_1: 32
Power is estimated from default activity; no workload was simulated.
